### design.v
module E1_Counter15(clk,rst,ud,c);
input clk,rst,ud;
output [3:0]c;
reg [3:0]c = 0;
always@(posedge(clk) or posedge(rst))
begin
	if(rst == 1)
		c<=0;
	else
		if(ud == 1)  
			if(c == 15)
				c<=0;
			else
				c<=c+1;
		else
			if(c == 0)
				c<=15;
			else
				c<=c-1;
end
endmodule
### run.sh
#!/bin/bash
# OpenROAD 26Q1-2900-gdf79404cd8, Yosys 0.63+post, stock flow scripts
make -C /OpenROAD-flow-scripts/flow DESIGN_CONFIG=/design/flow/config.mk WORK_HOME=/design/flow/orfs finish
### config.mk
export PLATFORM = sky130hd
export DESIGN_NAME = E1_Counter15
export DESIGN_NICKNAME = E1_Counter15
export VERILOG_FILES = /design/flow/design.v
export SDC_FILE = /design/flow/constraint.sdc
export NUM_CORES = 4
export LEC_CHECK = 1
export CORE_AREA = 10 10 70 70
export DIE_AREA = 0 0 80 80
### constraint.sdc
current_design E1_Counter15

set clk_period 2.4
set clk_io_pct 0.2

create_clock -name clk0 -period $clk_period [get_ports {clk}]

set non_clock_inputs [all_inputs -no_clocks]
set_input_delay [expr $clk_period * $clk_io_pct] -clock clk0 $non_clock_inputs
set_output_delay [expr $clk_period * $clk_io_pct] -clock clk0 [all_outputs]
==> results.sh <==
# source this file to load flow results
export IMPL_status="completed"
export IMPL_fin_crit_sh_pct=70.2
export IMPL_finalWirelength_um=557
export IMPL_p_leak_nw=0.140
export IMPL_vias=185
export IMPL_powerDensity_nw_per_um2=959
export IMPL_largest_reg_flops=4
export IMPL_syn_inst=22
export IMPL_finalSetupTns_ns=0
export IMPL_die_h_um=80
export IMPL_min_path_type="in2async"
export IMPL_yosysWarnings=1
export IMPL_cpPeakStageDelay_ns=0.52
export IMPL_ys_top_cells_by_area="dfrtp_1, ha_1, xnor2_1"
export IMPL_cp_start_kind="flip-flop"
export IMPL_power_frac_clock_pct=23.5
export IMPL_antenna_cells=0
export IMPL_power_w=0.000347
export IMPL_cts_setup_buffers=0
export IMPL_cts_buffer_depth=2
export IMPL_clk_latency_ns=0.23
export IMPL_wl_per_cell_um=7.23
export IMPL_crit_type="reg2out"
export IMPL_postRouteAntennaNets=0
export IMPL_ir_drop_mv=0.177
export IMPL_htreeDepth=1
export IMPL_reg2reg_from="c[0]"
export IMPL_grt_usage_pct=1.86
export IMPL_area_growth_pct=63.3
export IMPL_grt_max_degree=8
export IMPL_grt_pass1_vias=223
export IMPL_hold_viol=0
export IMPL_p_int_w=0.000239
export IMPL_relSlewSlack_pct=84.5
export IMPL_synth_main_ff_cell="dfrtp_1"
export IMPL_slowest_stage="clkdlybuf4s50_1"
export IMPL_cp_endpoint="c[0]"
export IMPL_slew_violations=0
export IMPL_maxCapViolCount=0
export IMPL_p_sw_share_pct=30.9
export IMPL_ctsHoldBuffers=0
export IMPL_path_buffers=1
export IMPL_rr_worst_depth=5
export IMPL_row_count=21
export IMPL_worst_pin_slew_ns=0.233
export IMPL_path_depth=1
export IMPL_grt_pass1_wl_um=931
export IMPL_ys_ff=4
export IMPL_die_x_um=80
export IMPL_cp_end_kind="output port"
export IMPL_critPathMaxFanout=7
export IMPL_fillCellCount=401
export IMPL_netlist_area_um2=221
export IMPL_yosysTopAreaCellShare_pct=45.2
export IMPL_rsz0062_at_grt="no"
export IMPL_reg_top3="c x4"
export IMPL_rr_endpoint="c[3]"
export IMPL_dieArea_um2=6400
export IMPL_fmax_mhz=593
export IMPL_syn_area_per_cell_um2=10.1
export IMPL_worst_clock_skew_ns=0.00194
export IMPL_ys_cells=22
export IMPL_initCoreUtil_pct=6.48
export IMPL_cp_required_ns=1.92
export IMPL_root_buffer="clkbuf_4"
export IMPL_vias_per_cell=2.40
export IMPL_boundaryPins=7
export IMPL_top_cells_by_count="dfrtp_1, inv_1, ha_1, xnor2_1"
export IMPL_place_inst=74
export IMPL_synth_seq_share_pct=45.2
export IMPL_antenna_found_initial=0
export IMPL_pwr_share_comb_pct=38.4
export IMPL_drtIter0Drc=25
export IMPL_core_um2=3420
export IMPL_first_pass_iters=4
export IMPL_ys_area_um2=221
export IMPL_grt_overflow=0
export IMPL_power_switching_w=0.000107
export IMPL_portBuffers=6
export IMPL_period_needed_ns=1.69
export IMPL_async_reset_ff_share_pct=100
export IMPL_cts_resized=0
export IMPL_timing_reg2reg_setup_slack_ns=1.01
export IMPL_place_congestion=0.639
export IMPL_largest_register="c"
export IMPL_stdcell_count=77
export IMPL_power_frac_seq_pct=38.1
export IMPL_cts_sinks=4
export IMPL_edf_count=0
export IMPL_drive_gt1_share_pct=12.9
export IMPL_crit_family="buffers and inverters"
export IMPL_cp_arrival_ns=1.21
export IMPL_path_cells="clkdlybuf4s50_1"
export IMPL_setup_viol=0
export IMPL_drc_errors=0
export IMPL_cts_made_buffers=3
export IMPL_warnings=26
export IMPL_tritoncts="done"
export IMPL_ys_types=14
export IMPL_final_core_util_pct=10.6
export IMPL_synth_largest_area_cell="dfrtp_1"
export IMPL_clkTransAtPathRegs_ns=0.04
export IMPL_startpoint="c[0]"
export IMPL_dp_hpwl_um=458
[per-stage QoR]
stage | instance area [um^2] | hold slack (ns) | worst slack [ns]
after CTS | 362 | 0.439 | 0.697
after floorplan | 221 | 0.246 | 1.19
final | 362 | 0.439 | 0.715
after global routing | 362 | 0.468 | 0.664
after detailed placement | 339 | 0.541 | 0.869
after global placement | 339 | 0.527 | 0.907
[worst min path at each step]
| stage | startpoint | to | cells past startpoint |
|---|---|---|---|
| CTS | rst | c[0] | 2 |
| global route | rst | c[3] | 2 |
| finish | rst | c[0] | 2 |
[routing by layer]
layer	track usage [%]	part of all wire [%]	vias up
li1	-	-	94
met1	2.40	55	82
met2	2.09	29	9
met3	1.82	16	0
met4	0.352	0	0
met5	0	0	-
[layout make-up]
type / count / area (um^2) / share of cell area [%]
flip-flops and latches: 4 / 100 / 27.7
well taps: 46 / 57.6 / 15.9
inverters: 5 / 18.8 / 5.19
repair buffers: 6 / 60.1 / 16.6
clock buffers: 3 / 22.5 / 6.23
multi-input cells: 13 / 103 / 28.4
[cells in the final DEF (no fill, tap or decap)]
cell / n
ha_1: 2
a21oi_1: 1
a31oi_1: 1
or3_1: 1
a221oi_1: 1
inv_2: 1
o21bai_1: 1
o21ai_0: 1
nor2_1: 1
clkbuf_4: 3
inv_1: 4
xnor2_1: 2
or4_1: 1
mux2i_1: 1
dfrtp_1: 4
clkdlybuf4s50_1: 6
[logic make-up (layout without fill, tap and decap cells)]
family / count (synthesis) / in the layout / synth area share [%]
flops: 4 / 4 / 45.2
fa+ha+maj: 2 / 2 / 11.3
buf+inv: 5 / 14 / 8.47
compound gates: 5 / 5 / 14.7
mux: 1 / 1 / 4.52
xor+xnor: 2 / 2 / 7.91
simple gates: 3 / 3 / 7.91
[power by group through the flow]
stage / registers, W / logic [W] / clock network (W)
CTS: 0.000134 / 0.000136 / 0.0000865
global route: 0.000139 / 0.000152 / 0.0000916
finish: 0.000132 / 0.000133 / 0.0000814
