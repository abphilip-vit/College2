[/design/flow/config.mk]
export PLATFORM = sky130hd
export DESIGN_NAME = E1_SD
export DESIGN_NICKNAME = E1_SD
export VERILOG_FILES = /design/flow/design.v
export SDC_FILE = /design/flow/constraint.sdc
export NUM_CORES = 4
export LEC_CHECK = 1
export CORE_AREA = 10 10 70 70
export DIE_AREA = 0 0 80 80
[/design/flow/constraint.sdc]
current_design E1_SD

set clk_period 1.1
set clk_io_pct 0.2

create_clock -name clk0 -period $clk_period [get_ports {clk}]

set non_clock_inputs [all_inputs -no_clocks]
set_input_delay [expr $clk_period * $clk_io_pct] -clock clk0 $non_clock_inputs
set_output_delay [expr $clk_period * $clk_io_pct] -clock clk0 [all_outputs]
[/design/flow/design.v]
module E1_SD (rst,clk,ip,op);
output reg op;
input clk,rst,ip;
reg [2:0]state;
reg [2:0]next_state;
parameter [2:0] s0 = 3'b000;
parameter [2:0] s1 = 3'b001;
parameter [2:0] s2 = 3'b010;
parameter [2:0] s3 = 3'b011;
parameter [2:0] s4 = 3'b100;
parameter [2:0] s5 = 3'b101;
always@(posedge clk, posedge rst)
begin 
if(rst)
state = s0;
else
state = next_state;
end
always@(state,next_state)
begin
	case(state)
		s0:
			if(ip)
			begin 
				next_state=s1;
				op = 1'b0;
			end
			else
			begin 
				next_state=s0;
				op = 1'b0;
			end
		s1:
			if(ip)
			begin 
				next_state=s1;
				op = 1'b0;
			end
			else
			begin 
				next_state=s2;
				op = 1'b0;
			end
		s2:
			if(ip)
			begin 
				next_state=s3;
				op = 1'b0;
			end
			else
			begin 
				next_state=s0;
				op = 1'b0;
			end
		s3:
			if(ip)
			begin 
				next_state=s4;
				op = 1'b0;
			end
			else
			begin 
				next_state=s2;
				op = 1'b0;
			end
		s4:
			if(ip)
			begin 
				next_state=s1;
				op = 1'b0;
			end
			else
			begin 
				next_state=s5;
				op = 1'b0;
			end
		s5:
			if(ip)
			begin 
				next_state=s1;
				op = 1'b1;
			end
			else
			begin 
				next_state=s0;
				op = 1'b0;
			end
		default:
			begin 
				next_state=s0;
				op = 1'b0;
			end
		endcase
	end 
endmodule
[/design/flow/run.sh]
#!/bin/bash
# OpenROAD 26Q1-2900-gdf79404cd8, Yosys 0.63+post, stock flow scripts
make -C /OpenROAD-flow-scripts/flow DESIGN_CONFIG=/design/flow/config.mk WORK_HOME=/design/flow/orfs finish
==> Changelog: implementation <==
## Flow update

- Biggest area cells: dfrtp_1 60%, dfstp_2 13%, and2_1 6.0%, nor2_1 5.4%, o41a_1 5.4%
- Layout cells sized above 1: 0.320
- Final hold vios: 0
- Post-route ant nets: 0
- Clock-pin slew on the worst setup and hold paths: 0.05 ns
- GPL Wtd Cong: 0.671
- CTS buffer count: 3
- CTS tree: yes
- Pins Over Slew Limit: 0
- Net Sw Frac: 0.214
- Post-synth top area cell: dfrtp_1
- Hold Path Class: in -> async
- Worst setup EP type: output port
- Pre-CTS setup slack: -0.463 ns
- Clk pwr share: 0.440
- Yosys reg bits: 6
- Cell total in the yosys stat output: 16
- Fin util: 0.0993
- OpenROAD warning count: 25
- Period minus WS final: 1.06 ns
- Post-route DRC: 0
- Yosys cell types: 9
- RSZ-0062 raised after global routing: no
- CTS hold repair buffers: 0
- Sw Pwr: 108 uW
- GRT Util Overall: 0.0170
- Top Ports: 4
- Clk root buf: clkbuf_4
- Pleak: 0.000146 uW
- Die Wd: 80 um
- Arrival @ worst endpoint: 0.84 ns
- Yosys warning tally: 1
- # port buffers: 3
- Post-route setup slack: 0.0362 ns
- Power Internal: 394 uW
- Crit path max fanout: 2
- Top cells excl fill/tap: 5 x dfrtp_1, 3 x nor2_1, 3 x clkbuf_4
- Post-Route WL: 420 um
- Placement Rows: 21
- Total number of vias: 148
- Worst path required time: 0.88 ns
- Worst Hold Slack: 0.191 ns
- Yosys Chip Area: 209 um2
- Final Non-Filler Cells: 71
- Final setup fails: 0
- Synthesized instance count: 16
- H-tree levels: 1
- Largest net degree at the start of global routing: 7
- Area share, top type: 0.599
- Syn_area_per_cell: 13.1 um2
- Vias per inst: 2.08
- Mapped Area: 209 um2
- Total gr overflow: 0
- Tightest Pin Transition: 0.215 ns
- First-pass GRT wire length: 807 um
- Clk buf depth: 2
- First-pass DRT Iterations: 1
- Inst Count DP: 67
- Diode count: 0
- Status: finished clean
- Clock sink count: 6
- Final period util: 0.967
- VDD IR max: 0.587 mV
- Headroom to the max-slew limit: 0.856
- Combinational share of power: 0.069
- CORE AREA: 3420 um2
- Max reg flops: 6
- Critical Path Source Type: flip-flop
- Critical path class: reg -> out
- Sequential Power Share: 0.491
- Starting DRT DRC Count: 0
- Register area share after synthesis: 0.725
- Fillers: 401
- Initial Util: 0.0612
- Worst-Skew Late Latency: 0.25 ns
- Max-cap violations: 0
- Dominant logic cell type in the layout: dfrtp_1
- Vias in the first global route: 170
- Post-CTS setup buffers: 0
- Die area: 6400 um2
- Setup Skew: 0.00533 ns
- Initial antenna violation count: 0
- Routed len/inst: 5.92 um
- Die Ht: 80 um
- Power density of the placed cells: 1480 nW/um2
- Area Growth Syn to Fin: 62.3%
- Fmax: 0.940 GHz
[per-stage QoR]
stage	cell area (um2)	TNS (ns)	total power, uW
6_report	339	0	501
4_1_cts	333	0	512
5_1_grt	339	0	542
2_1_floorplan	209	0	264
3_5_place_dp	312	-0.463	284
3_3_place_gp	312	-0.465	281
[path summary, 6_finish.rpt]
path                           from        to  slack [ns]  cells past startpoint
setup / recovery           state[4]        op        0.04                      2
min in group clk0                ip  state[0]        0.43                      3
hold reg to reg            state[2]  state[5]        0.50                      1
setup reg to reg           state[4]  state[3]        0.06                      2
max in group asynchronous       rst  state[0]        0.65                      2
hold / removal                  rst  state[1]        0.19                      2
[critical path, cell delays in order (launching register included)]
cell and delay, ns:
dfrtp_1 0.37, and2_4 0.14, buf_6 0.10
[Yosys cell counts, drive strengths merged]
| master | number |
|---|---|
| nor2b | 1 |
| dfrtp | 5 |
| dfstp | 1 |
| o41a | 1 |
| inv | 1 |
| and2 | 3 |
| nor2 | 3 |
| nor3 | 1 |
[metal layers]
layer	routed length, um	share of wire	GRT usage	up-vias
met1	217	0.52	0.0215	70
met5	0	0	0	-
met2	123	0.29	0.0161	9
li1	-	-	-	69
met4	0	0	0.00176	0
met3	79	0.19	0.0227	0
[timing repair]
action / CTS / global route
resized: 5 / 1
endpoints found under the setup margin: 1 / 1
pin swaps: 1 / 0
[layout make-up]
class                      instances  area [um2]  area share
clock buffer                       4        26.3      0.0775
tap                               46        57.6       0.170
multi-input combinational          9        55.1       0.162
timing repair buffer               5        45.0       0.133
sequential                         6         151       0.446
inverter                           1        3.75      0.0111
[power groups by stage]
stage / logic, uW / clock network (uW) / registers (uW)
6_report: 34.5 / 221 / 246
5_1_grt: 40.3 / 253 / 249
4_1_cts: 34.6 / 231 / 246
[cell families after synthesis]
kind of cell           after synthesis  synth area share
AND/OR/NAND/NOR                      8             0.204
flip-flops                           6             0.725
AND-OR/OR-AND                        1            0.0539
buffers and inverters                1            0.0179
No activity file was given, so power comes from the tool's default toggle rates.
